==> ./design.v <==
`timescale 1ns / 1ps
module PhotonCounter(
   input  wire [7:0]  hi_in,
   output wire [1:0]  hi_out,
   inout  wire [15:0] hi_inout,
   input  wire 		 clk_in,    
   output wire [7:0]  led,       
   input  wire		  pmt_in1,      
	input  wire		  pmt_in2,      
   input  wire		  sync_in,     
	output wire		  pulse_out,   
   output wire      pmt_out,
   output wire		  reset_out);
wire clk, clk2x, locked;
wire [15:0] TrigIn40;
wire [15:0] WireIn00, WireIn01, WireIn02, WireIn03, WireIn04, WireIn05;
wire [15:0] PipeData1;
wire		PipeWrite1, PipeEmpty1, PipeFull1;
wire [15:0] PipeData2;
wire		PipeWrite2, PipeEmpty2, PipeFull2;
wire        ti_clk;
wire [30:0] ok1;
wire [16:0] ok2, ok2_1, ok2_2, ok2_pipe, ok2_ep00;
wire ok_reset, power_on_reset;	  
reg reset, reset_buf;
assign ok_reset = TrigIn40[0];
SRL16 #(.INIT(16'hFFFF)) reset_sr (.D(1'b0), .CLK(clk), .Q(power_on_reset), .A0(1'b1), .A1(1'b1), .A2(1'b1), .A3(1'b1));
always @(posedge clk) begin
	reset_buf <= ok_reset | ~locked | power_on_reset;
	reset <= reset_buf;
end
pll pllloop (.CLKIN_IN(clk_in), .RST_IN(1'b0), .CLKIN_IBUFG_OUT(), .CLK0_OUT(clk), .CLK2X_OUT(clk2x),.LOCKED_OUT(locked));
reg [31:0] clk2x_counter;     
reg [31:0] clk_divide;         
reg set_clk, set_clk_det;
always @(posedge clk) begin
	if (reset) clk_divide <= 32'h0;      
	else if (TrigIn40[2]) clk_divide <= {WireIn01[15:0],WireIn00[15:0]};      
end
always @(posedge clk2x) begin
	if(reset | (clk2x_counter == clk_divide) )
		clk2x_counter <= 32'h0;    
	else 
		clk2x_counter <= clk2x_counter + 32'h1;    
	set_clk_det <= (clk2x_counter == clk_divide);
	set_clk <= set_clk_det;
end
reg [31:0] clk2x_counter_per;
reg [31:0] pulsePeriod_clk_div;
reg [31:0] pw_div;
reg [31:0] delay_div;
reg pulsed_sig, pulsed_sig_det;
wire phcountbool;
wire pulsedCollection;   
wire sync_src;   
assign sync_src = 1'b0;
assign pulsedCollection = 1'b0;
always @(posedge clk) begin
   if (reset) begin
		  pulsePeriod_clk_div <= 32'h0;
		  pw_div <= 32'h0;
		  delay_div <= 32'h0;
   end
	else begin
	     if (TrigIn40[5]) begin
		     pulsePeriod_clk_div <= {WireIn01[15:0],WireIn00[15:0]};
			  pw_div <= {WireIn03[15:0],WireIn02[15:0]};
			  delay_div <= {WireIn05[15:0],WireIn04[15:0]};
		     end
   end
end
always @(posedge clk2x) begin
	if(reset | (clk2x_counter_per == pulsePeriod_clk_div) )
		clk2x_counter_per <= 32'h0;
	else 
		clk2x_counter_per <= clk2x_counter_per + 32'h1;    
	pulsed_sig_det  <= (clk2x_counter_per < pw_div);
	pulsed_sig <= pulsed_sig_det;
end
assign pulse_out = pulsed_sig;
assign phcountbool = pulsed_sig | (~pulsedCollection);
reg [3:0] sync_buf;
reg sync2x, notsync2x, sync2x_det, notsync2x_det, sync2x_free, sync2x_det_free, sync2x_1x;
reg sync1x;
reg gmeas_f;
reg [7:0] sync_div, sync_counter;
reg sync_en; 
reg sync_en_det;
always @(posedge clk2x)
		sync_buf <= {sync_buf[2:0], (sync_in & sync_src) | (pulsed_sig & ~sync_src) }; 
always @(posedge clk2x)	begin
	sync2x_det <= sync_en & sync_buf[2] & (~sync_buf[3]);
	sync2x <= sync2x_det | ((~set_clk) & sync2x);
	sync2x_det_free <= sync_buf[2] & (~sync_buf[3]);
	sync2x_free <= sync2x_det_free;
	sync2x_1x <= sync2x_det;
end
reg sync1x_reg;
always @(posedge clk) begin
	sync1x <= (sync2x_1x | sync2x_det);
end	
always @(posedge clk) 
	if (reset) sync_div <= 8'b0;
	else if (TrigIn40[3]) sync_div <= WireIn00[7:0];
always @(posedge clk2x) begin
	if(reset) sync_counter <= 8'b0;
	else if(sync2x_free) sync_counter <= (sync_counter == sync_div) ? 8'h0 : sync_counter + 8'h1;
	sync_en_det <= (sync_counter == sync_div);
	sync_en <= sync_en_det;
end
reg [26-1:0] photons1, photons_sync1;
reg [26-1:0] photons2, photons_sync2;
reg [3:0] pmt_buf1;
reg pmt1, pmt_det1, pmt_free1;
reg [3:0] pmt_buf2;
reg pmt2, pmt_det2, pmt_free2;
always @(posedge clk2x) begin
	pmt_buf1 <= {pmt_buf1[2:0], pmt_in1 && phcountbool};
	pmt_buf2 <= {pmt_buf2[2:0], pmt_in2 && phcountbool};
end
always @(posedge clk2x) begin
	pmt_det1 <= pmt_buf1[2] & (~pmt_buf1[3]);
	pmt_free1 <= pmt_det1;
	pmt1 <= pmt_det1 | ((~set_clk) & pmt1);   
	pmt_det2 <= pmt_buf2[2] & (~pmt_buf2[3]);
	pmt_free2 <= pmt_det2;
	pmt2 <= pmt_det2 | ((~set_clk) & pmt2);   
end
always @(posedge clk2x) begin
	if(set_clk) begin
	   photons1 <= {photons1[26-2:0] & {(26-1){~sync2x}}, pmt1};
		photons2 <= {photons2[26-2:0] & {(26-1){~sync2x}}, pmt2};
	end
end
always @(posedge clk2x) begin
  if(sync2x & set_clk) begin
     photons_sync1 <= photons1;
	  photons_sync2 <= photons2;
  end
end
reg [3:0] pmt_strecher;
reg pmt1x;
always @(posedge clk)
	pmt1x <= pmt_free1 | pmt_det1;
always @(posedge clk)
   if (pmt1x & ~|pmt_strecher) pmt_strecher <= 4'hF;
	else if (|pmt_strecher) pmt_strecher <= pmt_strecher - 4'b1;
assign pmt_out = |pmt_strecher;
assign reset_out = 1'b0;
wire [15:0] phcount1;
wire [15:0] phcount2;
wire count_ld1;
wire count_ld2;
wire [((26-1)*(16)-1):0] databus1;
wire [((26-1)*(16)-1):0] databus2;
reg clear_photons, clear_det;
phcounter counter1[(26-1):0] (.count_o({databus1, phcount1[16-1:0]}), .clk_i(clk), .reset_i(reset), .photon_i(photons_sync1), .sync_i(sync1x), .ld_i(count_ld1), .count_i({16'h0, databus1}), .clear_i(clear_photons | TrigIn40[1] | TrigIn40[3]));  
phcounter counter2[(26-1):0] (.count_o({databus2, phcount2[16-1:0]}), .clk_i(clk), .reset_i(reset), .photon_i(photons_sync2), .sync_i(sync1x), .ld_i(count_ld2), .count_i({16'h0, databus2}), .clear_i(clear_photons | TrigIn40[1] | TrigIn40[3]));  
reg trigger_f, log_f1, log_f2;
reg [15:0] max_count_f;
reg [31:0] counter_f;
wire trigger;
assign trigger = (counter_f[31:16] > max_count_f) & ~trigger_f;
always @(posedge clk)
	if (reset) max_count_f <= 16'hE5;   
	else if (TrigIn40[1]) max_count_f <= WireIn00;
always @(posedge clk)
	if (reset | TrigIn40[1] | TrigIn40[3]) counter_f <=  32'h0;
	else 
		if (trigger_f) counter_f <= 32'h0;
		else counter_f <= counter_f + 32'h1;
always @(posedge clk) begin
	trigger_f <= trigger;
	log_f1 <= trigger_f & PipeEmpty1;
	log_f2 <= trigger_f & PipeEmpty2;
	clear_det <= trigger_f;
	clear_photons <= clear_det;
end
logger log1(.data_o(PipeData1), .ld_o(count_ld1), .wr_o(PipeWrite1), .clk_i(clk), .reset_i(reset), .start_i(log_f1), .data_i(phcount1));
logger log2(.data_o(PipeData2), .ld_o(count_ld2), .wr_o(PipeWrite2), .clk_i(clk), .reset_i(reset), .start_i(log_f2), .data_i(phcount2));
assign led = ~{8'b0}; 
parameter nOK = 2;
wire [17*nOK-1:0]  ok2x;
okHost okHI(.hi_in(hi_in), .hi_out(hi_out), .hi_inout(hi_inout),
                     .ti_clk(ti_clk), .ok1(ok1), .ok2(ok2));
wire        _piperead1;
wire [15:0] _pipedata1;
wire        _piperead2;
wire [15:0] _pipedata2;
pipefifo_v6 pipeoutfifo1 (.din(PipeData1), .rd_clk(ti_clk), .rd_en(_piperead1),
								.wr_clk(clk), .wr_en(PipeWrite1), .dout(_pipedata1),
								.empty(PipeEmpty1), .full(PipeFull1));
pipefifo_v6 pipeoutfifo2 (.din(PipeData2), .rd_clk(ti_clk), .rd_en(_piperead2),
								.wr_clk(clk), .wr_en(PipeWrite2), .dout(_pipedata2),
								.empty(PipeEmpty2), .full(PipeFull2));								
okPipeOut pipeOuta0 (.ok1(ok1), .ok2(ok2x[0*17 +: 17]), .ep_addr(8'ha0),
                     .ep_datain(_pipedata1), .ep_read(_piperead1));
okPipeOut pipeOutaf (.ok1(ok1), .ok2(ok2x[1*17 +: 17]), .ep_addr(8'haf),
                    .ep_datain(_pipedata2), .ep_read(_piperead2));							
okTriggerIn ep40 (.ok1(ok1), .ep_addr(8'h40), .ep_clk(clk), .ep_trigger(TrigIn40)); 
okWireIn ep00 (.ok1(ok1), .ep_addr(8'h00), .ep_dataout(WireIn00)); 
okWireIn ep01 (.ok1(ok1), .ep_addr(8'h01), .ep_dataout(WireIn01));
okWireIn ep02 (.ok1(ok1), .ep_addr(8'h02), .ep_dataout(WireIn02));
okWireIn ep03 (.ok1(ok1), .ep_addr(8'h03), .ep_dataout(WireIn03));
okWireIn ep04 (.ok1(ok1), .ep_addr(8'h04), .ep_dataout(WireIn04));
okWireIn ep05 (.ok1(ok1), .ep_addr(8'h05), .ep_dataout(WireIn05));
okWireOR #(.N(nOK)) okor (.ok2(ok2), .ok2s(ok2x));
endmodule
module phcounter(count_o, clk_i, reset_i, photon_i, sync_i, ld_i, count_i, clear_i);
	output reg	 	[16-1:0]	count_o;
	input wire 							clk_i;
	input wire 							reset_i;
	input wire							photon_i;
	input wire 							sync_i;
	input wire 							ld_i;
	input wire							clear_i;
	input wire		[16-1:0]	count_i;
	reg		full_flag;
	reg [16-1:0] 	count_f;
	reg 		photon_f, sync_f, syncdly_f;
	always @(posedge clk_i) begin
		photon_f <= photon_i;
		syncdly_f <= sync_i;
      sync_f <= syncdly_f;
	end
	always @(posedge clk_i)
		if (reset_i | clear_i) count_f <= 16'h0;
		else if (sync_f & photon_f &(~full_flag)) count_f <= count_f + 16'b1;
	always @(posedge clk_i)
		if (reset_i | clear_i) full_flag <= 1'b0;
		else if (&count_f) full_flag <= 1'b1;
	always @(posedge clk_i)
		if (reset_i) count_o <= 16'h0;
		else 
			if (ld_i) count_o <= count_f;
			else count_o <= count_i;
endmodule
module logger(data_o, ld_o, wr_o, clk_i, reset_i, start_i, data_i);
	output reg [15:0] data_o;
	output reg wr_o;
	output reg ld_o;
	input wire clk_i;
	input wire reset_i;
	input wire start_i;
	input wire [15:0] data_i; 
	localparam IDLE 		= 2'h0;
	localparam HEADER 	= 2'h1;
	localparam STREAM 	= 2'h2;
	localparam TERMIN 	= 2'h3;
	reg 	[1:0] 	state_f;
	reg		[26-1:0]	samplecount_f;
	function [1:0] next_state;
		input [1:0] 	state;		 	
		input 			start;
		input 			done;
		case (state)
			IDLE: 
				if (start) next_state = HEADER;
				else next_state = IDLE;
			HEADER:
				next_state = STREAM;
			STREAM:
				if (done) next_state = TERMIN;
				else next_state = STREAM;
			TERMIN:
				next_state = IDLE;
			default:
				next_state = IDLE;
		endcase
	endfunction
	always @(posedge clk_i)
		if (reset_i) begin
			state_f <= 2'h0;
			wr_o <= 1'b0;
			data_o <= 16'h0;
			samplecount_f <= (1<<26) - 1;         
		end else begin 
			state_f <= next_state(state_f, start_i, ~samplecount_f[0]);
			case (state_f)
				HEADER: begin
					ld_o <= 1'b0;
					wr_o <= 1'b1;
					data_o <= 16'hFEED;
					samplecount_f <= samplecount_f >> 1;
				end
				STREAM: begin
					samplecount_f <= samplecount_f >> 1;
					data_o <= {data_i[7:0], data_i[15:8]};
				end
				TERMIN: begin
					data_o <= 16'h0FED;
				end
				default: begin
					ld_o <= start_i;
					wr_o <= 1'b0;
					samplecount_f <= (1<<26) - 1;
					data_o <= 16'h00;
				end
			endcase
		end
endmodule
==> ./run.sh <==
#!/bin/bash
# OpenROAD 26Q1-2900-gdf79404cd8, Yosys 0.63+post, stock flow scripts
make -C /OpenROAD-flow-scripts/flow DESIGN_CONFIG=/design/flow/config.mk WORK_HOME=/design/flow/orfs finish
==> ./config.mk <==
export PLATFORM = sky130hd
export DESIGN_NAME = phcounter
export DESIGN_NICKNAME = phcounter
export VERILOG_FILES = /design/flow/design.v
export SDC_FILE = /design/flow/constraint.sdc
export NUM_CORES = 4
export LEC_CHECK = 1
export CORE_UTILIZATION = 30
==> ./constraint.sdc <==
current_design phcounter

set clk_period 2.2
set clk_io_pct 0.2

create_clock -name clk0 -period $clk_period [get_ports {clk_i}]

set non_clock_inputs [all_inputs -no_clocks]
set_input_delay [expr $clk_period * $clk_io_pct] -clock clk0 $non_clock_inputs
set_output_delay [expr $clk_period * $clk_io_pct] -clock clk0 [all_outputs]
==> run summary <==
Outcome: finished, final reports clean
WP data required: 2.42 ns
Share of cells above drive strength 1: 0.0895
Most common cell in the synthesized netlist: dfxtp_1
Yosys warning tally: 1
Gpl congestion: 0.841
Synth Register Bits: 36
Comb area leader: simple AND/OR/NAND/NOR gates
Chip Area, Yosys: 1420 um2
Input/output buffers: 37
Die area: 5010 um2
Setup ws final: 0.427 ns
Worst r2r path cells: 4
Worst Tran Pin Value: 0.394 ns
Synth area leader: dfxtp_1
I/O pins: 38
H-Tree Level Count: 2
Top cells by count, synth: dfxtp_1, nor2_1, mux2i_1, nand2_1, a21oi_1
Cell area leaders: dfxtp_1, mux2i_1, nor2_1
Seq share, synth: 0.508
Antenna diode instance count: 0
Vias per cell: 4.85
Area occupied by registers: 721 um2
Post-CTS Repair Setup Buffers: 0
Final setup violation count: 0
CTS Buffer Depth: 2
Detailed-route wire length per cell: 11.8 um
First-pass GRT wire length: 4820 um
Tally of filler cells in the layout: 416
VDD IR-drop max: 382 uV
Post-synth ARST share: 0
DP HPWL: 2010 um
Syn Area/Cell: 9.46 um2
Flip-flops with a built-in enable: 0
Comb area: 652 um2
Initial antenna violation count: 0
Clock Latency Late Sink: 0.28 ns
Yosys xor share: 0.0556
WS Path Type: reg2reg
Clk slew on worst S/H paths: 0.07 ns
Crit path capture type: flop
Hold endpoint: sync_f
P&R area growth vs syn: 37.4%
RSZ-0062 raised after global routing: false
Hold_sp: syncdly_f
Lkg Pwr: 0.705 nW
Post-layout min period: 1.77 ns
GRT Total Usage: 0.120
Num rows: 24
FMAX: 564 MHz
Max cap viols: 0
Max Slew Vio Count: 0
Die Y: 70.8 um
Routed via count: 1174
Worst slew margin: 0.737
Crit path DAT: 1.99 ns
Unique cell types: 26
Period utilisation layout: 0.806
Fin Setup TNS: 0 ns
Die width: 70.8 um
R2R Setup Slk: 0.43 ns
Cts repair resizes: 0
Detailed Route WL: 2860 um
Fin area: 1950 um2
Capturing point of the worst reg2reg path: count_f[13]
Maximum number of pins on one net before global-route repair: 18
Core Density at Floorplan: 0.319
Area post-placement: 1840 um2
Post-Synth AOI/OAI Area: 0.0547
Final Hold Viols: 0
Yosys simple share: 0.228
Vias in the first global route: 1042
CTS root buf: clkbuf_8
CTS tree: yes
FF-to-FF Start: count_f[3]
Ys cells: 150
Pre-CTS setup slack: 0.448 ns
Drt drc: 0
Remaining global-route overflow: 0
Drt initial violations: 74
Worst setup SP type: flop
Top FF cell, synth: dfxtp_1
Core ar.: 4440 um2
Mux frac, synth: 0.113
Top cell area share: 0.508
Hold crit path type: reg2reg
Clock sink count: 36
PwrDens: 683 nW/um2
Post-Syn Area: 1420 um2
Cells after Synth: 150
CP max FO: 8
DR pass1 iterations: 23
Hold Buf Count CTS: 0
Hold Crit Depth: 0
Adder share: 0.00882
Remaining antenna violation count after routing: 0
Layout Skew: 0.00601 ns
Num CTS Buffers: 5
Log Warnings: 25
sequential cells by signal, summed over array words and instances, names as in the netlist:
register   flops
count_o       16
count_f       16
syncdly_f      1
photon_f       1
sync_f         1
full_flag      1
power breakdown:
group	switching, mW	internal, mW	leakage, nW
registers	0.00430	0.667	0.294
clock network	0.221	0.336	0.0552
logic	0.0337	0.0688	0.356
per-stage QoR:
step / power, mW / hold WS (ns) / std cells / util
CTS: 1.35 / 0.331 / 242 / 0.439
finish: 1.33 / 0.327 / 242 / 0.439
global route: 1.39 / 0.335 / 242 / 0.439
detailed placement: 0.790 / 0.315 / 234 / 0.414
global placement: 0.790 / 0.311 / 234 / 0.414
floorplan: 0.723 / 0.310 / 150 / -
metal layers:
metal	vias to the layer above	global-route usage	share of wire
met5	-	0	0
met4	0	0.0333	0.0084
met3	4	0.0303	0.050
met2	36	0.178	0.45
met1	543	0.177	0.49
li1	591	-	-
worst max-delay path: stages, from the launching register on:
cell,delay (ns)
dfxtp_1,0.47
nand4_4,0.18
or4_1,0.57
or3_1,0.36
a21oi_1,0.14
how the worst max path moves through the flow:
| stage | start | end | slack [ns] | cells past startpoint |
|---|---|---|---|---|
| final | count_f[3] | count_f[13] | 0.43 | 4 |
| after CTS | count_f[3] | count_f[15] | 0.43 | 4 |
| after global routing | count_f[3] | count_f[15] | 0.28 | 4 |
area by class of cell:
| cell class | count | area share |
|---|---|---|
| Sequential cell | 36 | 0.370 |
| Clock inverter | 2 | 0.0180 |
| Multi-Input combinational cell | 102 | 0.334 |
| Timing Repair Buffer | 39 | 0.198 |
| Tap cell | 52 | 0.0334 |
| Inverter | 5 | 0.00963 |
| Clock buffer | 6 | 0.0372 |
logic make-up after synthesis:
group,count (synthesis)
mux,16
buf+inv,12
fa+ha+maj,1
flops,36
simple gates,63
compound gates,13
xor+xnor,9
placed cells by master (no fill, tap or decap), drive strengths merged:
| cell | Yosys | final |
|---|---|---|
| nor2 | 27 | 27 |
| and3b | 1 | 1 |
| ha | 1 | 1 |
| buf | 1 | 2 |
| inv | 5 | 5 |
| nand2 | 10 | 10 |
| nand4 | 5 | 5 |
| o21ai | 1 | 1 |
| or4 | 2 | 2 |
| nand3 | 3 | 3 |
| a31o | 2 | 2 |
| dfxtp | 36 | 36 |
| or3 | 4 | 4 |
| nand3b | 2 | 2 |
| nor4 | 3 | 3 |
| or2 | 2 | 2 |
| nor3 | 4 | 4 |
| xor2 | 2 | 2 |
| clkinv | 0 | 1 |
| clkdlybuf4s50 | 0 | 37 |
| clkbuf | 6 | 6 |
| a21oi | 8 | 8 |
| xnor2 | 7 | 7 |
| o31ai | 2 | 2 |
| mux2i | 16 | 16 |
| bufinv | 0 | 1 |
Power is estimated from default activity; no workload was simulated.
